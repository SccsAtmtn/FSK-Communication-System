File: /design/flow/config.mk
export PLATFORM = sky130hd
export DESIGN_NAME = top
export DESIGN_NICKNAME = top
export VERILOG_FILES = /design/flow/design.v
export SDC_FILE = /design/flow/constraint.sdc
export NUM_CORES = 4
export LEC_CHECK = 1
export CORE_UTILIZATION = 30
File: /design/flow/constraint.sdc
current_design top

set clk_period 3.2
set clk_io_pct 0.2

create_clock -name clk0 -period $clk_period [get_ports {sysclk}]

set non_clock_inputs [all_inputs -no_clocks]
set_input_delay [expr $clk_period * $clk_io_pct] -clock clk0 $non_clock_inputs
set_output_delay [expr $clk_period * $clk_io_pct] -clock clk0 [all_outputs]
File: /design/flow/design.v
module EightToThirteen(datain, dataout);
input [7:0] datain;
output [12:0] dataout;
assign dataout = {datain, 5'b00000};
endmodule
module FSK(clk, reset, datain, dataout);
input clk, reset;
input [11:0] datain;
output reg dataout;
reg flag;
reg [3:0] cnt, i;
always @(posedge clk or negedge reset)
begin 
    if (~reset) 
    begin
        flag <= 0;
        dataout <= 0;
        i <= 0;
        cnt <= 0;
    end
    else 
    begin
        if (cnt==15) 
        begin
            cnt <= 0;
            if (i==11)
            begin
                i <= 0;
            end
            else
            begin
                i <= i+1;
            end
        end
        else
        begin
            cnt <= cnt+1;
        end
        if (datain[i]==1)
        begin
            dataout <= ~dataout;
        end
        else
        begin
            if (flag==0)
            begin
                flag <= 1;
                dataout <= ~dataout;
            end
            else
            begin
                flag <= 0;
            end
        end
    end
end
endmodule
module GenClk(mainclk, reset, clk2, clk32, clk288, clk384);
input mainclk, reset;
output reg clk2, clk32, clk288, clk384;
reg count;
reg [4:0] count32;
reg [8:0] count288, count384;
reg flag;
always@(posedge mainclk or negedge reset)
begin
	if(~reset) begin
		clk2 <= 0;
		clk32 <= 0;
		clk288 <= 0;
		clk384 <= 0;
		count <= 1'b0;
		count32 <= 5'b00000;
		count288 <= 9'b000000000;
		count384 <= 9'b000000000;
        flag <= 1;
	end
    else if (flag==1) begin
        clk2 <= ~clk2;
        clk32 <= ~clk32;
        clk288 <= ~clk288;
		  clk384 <= ~clk384;
        count <= 1'b0;
		count32 <= 5'b00000;
		count288 <= 9'b000000000;
				count384 <= 9'b000000000;
        flag <= 0;
    end
	else begin
		if(count == 1'b1) begin
			clk2 <= ~clk2;
			count <= 1'b0;
		end
		else count <= count + 1;
		if(count32 == 5'b11111) begin
			clk32 <= ~clk32;
			count32 <= 5'b00000;
		end
		else count32 <= count32 + 1;
		if(count288 == 9'b100011111) begin
			clk288 <= ~clk288;
			count288 <= 9'b000000000;
		end
		else count288 <= count288 + 1;
		if(count384 == 9'b101111111) begin
			clk384 <= ~clk384;
			count384 <= 9'b000000000;
		end
		else count384 <= count384 + 1;
	end
end
endmodule
module GenData(clk, reset, dataout);
input clk, reset;
output [7:0] dataout;
reg [7:0] dataout;
always@(posedge clk or negedge reset) begin
	if(~reset) begin
		dataout <= 8'b00000000;
	end
	else begin
		if(dataout == 8'b11111111) dataout <= 8'b00000000;
		else dataout <= dataout+1;
	end
end
endmodule
module GenMainClk(sysclk, reset, mainclk);
input sysclk, reset;
output reg mainclk;
reg [15:0] count;
always @(posedge sysclk or negedge reset) 
begin
	if(~reset) 
    begin 
		mainclk <= 0;
		count <= 0;
	end
	else 
    begin
		if(count==16'b1111111111111111) 
        begin
			mainclk <= ~mainclk;
			count <= 0;
		end
		else count <= count+1;
	end
end
endmodule
module HammingCode(datain, dataout);
input [7:0] datain;
output [11:0] dataout;
assign dataout[11] = datain[7]^datain[6]^datain[4]^datain[3]^datain[1];
assign dataout[10] = datain[7]^datain[5]^datain[4]^datain[2]^datain[1];
assign dataout[9] = datain[7];
assign dataout[8] = datain[6]^datain[5]^datain[4]^datain[0];
assign dataout[7] = datain[6];
assign dataout[6] = datain[5];
assign dataout[5] = datain[4];
assign dataout[4] = datain[3]^datain[2]^datain[1]^datain[0];
assign dataout[3] = datain[3];
assign dataout[2] = datain[2];
assign dataout[1] = datain[1];
assign dataout[0] = datain[0]; 
endmodule
module LinToLogPCM(input [12:0] pcmlinear, output reg [7:0] pcmlog);
always @(pcmlinear)
begin
    pcmlog[7]<=pcmlinear[12];
    if (pcmlinear[11:5]==7'b0000000) 
    begin
        pcmlog[6:4]<=3'b000;
        pcmlog[3:0]<=pcmlinear[4:1];
    end
    else if (pcmlinear[11:5]==7'b0000001)
    begin
        pcmlog[6:4]<=3'b001;
        pcmlog[3:0]<=pcmlinear[4:1];
    end
    else if (pcmlinear[11:6]==6'b000001)
    begin
        pcmlog[6:4]<=3'b010;
        pcmlog[3:0]<=pcmlinear[5:2];
    end
    else if (pcmlinear[11:7]==5'b00001)
    begin
        pcmlog[6:4]<=3'b011;
        pcmlog[3:0]<=pcmlinear[6:3];
    end
    else if (pcmlinear[11:8]==4'b0001)
    begin
        pcmlog[6:4]<=3'b100;
        pcmlog[3:0]<=pcmlinear[7:4];
    end
    else if (pcmlinear[11:9]==3'b001)
    begin
        pcmlog[6:4]<=3'b101;
        pcmlog[3:0]<=pcmlinear[8:5];
    end
    else if (pcmlinear[11:10]==2'b01)
    begin
        pcmlog[6:4]<=3'b110;
        pcmlog[3:0]<=pcmlinear[9:6];
    end
    else if (pcmlinear[11]==1)
    begin
        pcmlog[6:4]<=3'b111;
        pcmlog[3:0]<=pcmlinear[10:7];
    end
end
endmodule
module rEightToThirteen(datain, dataout);
input [12:0] datain;
output [7:0] dataout;
assign dataout = datain[12:5];
endmodule
module rFSK(clk, reset, datain, dataout);
input clk, reset, datain;
output reg [11:0] dataout;
reg [11:0] data;
reg [3:0] k, j;
reg flag;
always @(posedge datain or negedge reset) 
begin
    if (~reset) 
    begin
        k <= 0;
        flag <= 0;
        j <= 0;
    end
    else 
    begin
        if (clk==1)
        begin
            if (flag==1)
            begin
                if (k==11)
                begin
                    k <= 0;
                    dataout <= data;    
                end
                else
                    k <= k+1;
            end
            j <= j+1;
            flag <= 0;
        end
        else 
        begin
            if (j>3)
            begin
                if (flag==0)
                begin
                    data[k] <= 1;
                    flag <= 1;
                end
            end
            else
            begin
                if (flag==0)
                begin
                    data[k] <= 0;
                    flag <= 1;
                end
            end
            j <= 0;
        end
    end
end
endmodule
module rHammingCode(datain, dataout);
input [11:0] datain;
output reg [7:0] dataout;
reg [3:0] cnt;
reg [11:0] datain0;
reg [7:0] data;
always @(datain) 
begin
    cnt=0;
    if (datain[11]^datain[9]^datain[7]^datain[5]^datain[3]^datain[1]==1)
        cnt = cnt+1;
    if (datain[10]^datain[9]^datain[6]^datain[5]^datain[2]^datain[1]==1)
        cnt = cnt+2;
    if (datain[8]^datain[7]^datain[6]^datain[5]^datain[0]==1)
        cnt = cnt+4;
    if (datain[4]^datain[3]^datain[2]^datain[1]^datain[0]==1)
        cnt = cnt+8;
    datain0 = datain;
    if (cnt>0)
        if(cnt<=12)
            datain0[12-cnt] = ~datain0[12-cnt];
    data[7] = datain0[9];
    data[6] = datain0[7];
    data[5] = datain0[6];
    data[4] = datain0[5];
    data[3] = datain0[3];
    data[2] = datain0[2];
    data[1] = datain0[1];
    data[0] = datain0[0];
    dataout = data;
end
endmodule
module rLinToLogPCM(pcmlog, pcmlinear);
input [7:0] pcmlog;
output reg [12:0] pcmlinear;
always @(pcmlog)
begin
    pcmlinear[12]<=pcmlog[7];
    case (pcmlog[6:4])
        3'b000:
        begin
            pcmlinear[11:5]<=7'b0000000;
            pcmlinear[4:1]<=pcmlog[3:0];
            pcmlinear[0]<=1;
        end
        3'b001:            
        begin
            pcmlinear[11:5]<=7'b0000001;
            pcmlinear[4:1]<=pcmlog[3:0];
            pcmlinear[0]<=1;
        end
        3'b010:            
        begin
            pcmlinear[11:6]<=6'b000001;
            pcmlinear[5:2]<=pcmlog[3:0];
            pcmlinear[1:0]<=2'b10;
        end
        3'b011:            
        begin
            pcmlinear[11:7]<=5'b00001;
            pcmlinear[6:3]<=pcmlog[3:0];
            pcmlinear[2:0]<=3'b100;
        end
        3'b100:            
        begin
            pcmlinear[11:8]<=4'b0001;
            pcmlinear[7:4]<=pcmlog[3:0];
            pcmlinear[3:0]<=4'b1000;
        end
        3'b101:            
        begin
            pcmlinear[11:9]<=3'b001;
            pcmlinear[8:5]<=pcmlog[3:0];
            pcmlinear[4:0]<=5'b10000;
        end
        3'b110:            
        begin
            pcmlinear[11:10]<=2'b01;
            pcmlinear[9:6]<=pcmlog[3:0];
            pcmlinear[5:0]<=6'b100000;
        end
        3'b111:            
        begin
            pcmlinear[11]<=1;
            pcmlinear[10:7]<=pcmlog[3:0];
            pcmlinear[6:0]<=7'b1000000;
        end
    endcase
end
endmodule
module top(sysclk, reset, datain, dataout);
input sysclk, reset;
output reg [7:0] datain;
output wire [7:0] dataout;
wire [7:0] data_res0;
wire [7:0] logPCM, rLogPCM;
wire mainclk, clk2, clk32, clk288, clk384;
wire [11:0] checked, rfskdata;
wire fskdata;
wire [12:0] pcmlinear, rpcmlinear;
GenMainClk module8(.sysclk(sysclk), .reset(reset), .mainclk(mainclk));
GenClk module9(.mainclk(mainclk), .reset(reset), .clk2(clk2), .clk32(clk32), .clk288(clk288), .clk384(clk384));
GenData module10(.clk(clk384), .reset(reset), .dataout(data_res0));
EightToThirteen module6(.datain(data_res0), .dataout(pcmlinear));
LinToLogPCM module0(.pcmlinear(pcmlinear), .pcmlog(logPCM));
HammingCode module1(.datain(logPCM), .dataout(checked));
FSK module2(.clk(clk2), .reset(reset), .datain(checked), .dataout(fskdata));
rFSK module3(.clk(clk32), .reset(reset), .datain(fskdata), .dataout(rfskdata));
rHammingCode module4(.datain(rfskdata), .dataout(rLogPCM));
rLinToLogPCM module5(.pcmlog(rLogPCM), .pcmlinear(rpcmlinear));
rEightToThirteen module7(.datain(rpcmlinear), .dataout(dataout));
always @(posedge clk384) begin
	datain <= data_res0;
end
endmodule
File: /design/flow/run.sh
#!/bin/bash
# OpenROAD 26Q1-2900-gdf79404cd8, Yosys 0.63+post, stock flow scripts
make -C /OpenROAD-flow-scripts/flow DESIGN_CONFIG=/design/flow/config.mk WORK_HOME=/design/flow/orfs finish
==> results.txt <==
Implementation summary

The flow ran to the end, and the final reports show no timing, DRC or antenna violations. Per STA, the library cell used most along the worst path is and3_1. Ranked by total cell area, the synthesized netlist is headed by dfrtp_1, edfxtp_1, nor2_1. The vertical die size is 135.4 um. The standard-cell row count is 48. The total number of H-tree levels is 1.

The switching power is 0.08575 mW. The library cell contributing the largest single delay on the critical path is and3_1. The number of register pins that no clock reaches is 85. Listed in order, past its start point the critical path passes ha_1 -> and3_1 -> nand3_1 -> nor3_1 -> and3_1 -> xor2_1.

The critical path class is reg2reg. The switching part of the total is 0.1821. The overall die area is 18330 um^2.

The commonest non-fill, non-tap cell in the layout is nor2_1. The synthesis log from Yosys contains 9 warnings. The share of total power dissipated in the clock network is 0.507. The count of inserted antenna diode cells is 0. The share of total power dissipated in sequential elements is 0.457. TritonRoute reported its final design rule violation total as 0. Hold is met by 0.4672 ns. The share of synthesized area in the top cell type comes to 0.2907. The placement stage leaves a total instance area of 5702 um^2. The post-synthesis cell type count is 64. As logged by OpenROAD, the buffers inserted on ports number 17. 18 I/O pins were placed. The buffer and inverter count on the worst path is 0. The number of unconstrained endpoints is 124.

The number of cells produced by synthesis is 528. For reference, the final report shows the hold violation count at 0. The clock passes through at most 2 buffers.

Per the final layout report, the fraction of cells sized above drive strength 1 comes to 0.06168. The synthesized-area fraction occupied by and/or/nand/nor cells is 0.1737. Setup repair after global routing left no endpoint under its margin.

The kind of start point of the critical path is a flop. The number of global-route vias before repair is 3354. Once detail routing completed, the nets flagged for antenna violations numbered 0. The worst-case IR drop observed on VDD is 548.9 uV. After synthesis, the design contains 528 cells according to Yosys. The starting DRC count in detailed routing is 122. The share of total power dissipated in combinational logic is 0.036.

After synthesis, the share of cell area in mux cells is 0.03165. The routed length per placed instance is 10.83 um. The path type of the worst min-delay path is in2async. From synthesis to final layout, the design area changed by 8.298%. Per the synthesis report, the XOR/XNOR share of the synthesized area is 0.1275. The placer congestion estimate is 0.8700.

The endpoint required time on the critical path is 3.36 ns. The register bit count reported by yosys is 102. In this run, the synthesized area fraction spent on adder and majority cells is recorded as 0.04688. TritonCTS built the clock tree.

Ranking logic cells in the layout by count gives the top entries nor2_1, dfrtp_1, xnor2_1. Counting the buffers created by CTS gives 3. The initial utilization of the core area, before any placement, comes to 0.3075. STA lists the maximum fanout along the critical path as 9. The final timing report lists a max-slew violation count of 0. The global-route usage over all layers is 0.09841.

The final report gives the standard cell area, fillers excluded, as 5781 um^2. After synthesis, the share of flip-flops with an asynchronous set or reset is 0.6176. The count of flip-flops with a built-in enable after synthesis is 24.

The fraction of the mapped netlist area in compound gates is 0.1041. In the synthesized netlist the dominant register cell turns out to be dfrtp_1. The number of max-capacitance violations reported is 0.

The final cycle utilization of the critical path is 0.6000. Entering global routing, the biggest net connects 36 pins. The timing report gives the clock slew at the launch and capture registers of the worst setup and hold paths as 0.05 ns. The synthesized area divided by synthesized cell count is 10.11 um^2.

The root buffer cell is clkbuf_16. Once detailed placement completed, the half-perimeter wirelength came to 6244 um. Per the summary, power density relative to cell area is 81.45 nW/um^2. The first detailed-routing pass took 4 iterations. The total standard cell area after synthesis is 5338 um^2. The number of antenna violations at the first check in global routing is 0. According to the floorplan report, the placeable core area is 17360 um^2. The largest area contributor in the netlist is dfrtp_1. The final power report lists total power as 0.4708 mW. The power report lists cell-internal power as 0.3851 mW. The largest single stage delay on the critical path is 0.44 ns. Gates resized during post-CTS repair numbered 0. The total of endpoints with negative setup slack in the final report is 0. The later pin in the worst-skew pair is clocked with a latency of 0.24 ns. The first-pass GRT wire length is 14910 um.

The wire length recorded after detailed routing is 8228 um. The stage logs contain a warning count of 33. The worst slew slack as a fraction of its limit is 0.4180. The actual slew at the worst max-slew pin is 0.8731 ns. For the worst setup path, the data arrival time is 2.08 ns. The setup clock skew after layout is 0.002464 ns. Derived from the worst setup path, the maximum achievable clock frequency is 520.9 MHz. The number of buffers inserted for hold repair after clock tree synthesis is 0.

The buffer count from post-CTS setup fixing is 0. The setup TNS after final layout is 0 ns. The Yosys chip area is 5338 um^2. Recorded from the global router log, the overflow total was 0. The count of filler cells inserted in the layout is 1692. The width of the die is 135.4 um. The dominant kind of combinational cell is simple AND/OR/NAND/NOR gates.

For this design the static power due to leakage is 2.407 nW. Grouping stages by cell kind, the critical path spends the most delay in simple AND/OR/NAND/NOR gates. The clock period could shrink to 1.920 ns. The script logs the ratio of routed vias to standard cells as 4.686. The sort of element at the end of the critical path is a flop.

Per the detail_route report, the via count comes to 3561.
-- cell families after synthesis --
group	count (synthesis)
latches	7
other	1
flip-flops	95
XOR/XNOR	67
AND/OR/NAND/NOR	202
adder cells (fa/ha/maj)	20
multiplexers	12
AND-OR/OR-AND	84
buffers and inverters	40
-- final timing paths --
path / from / end / slack, ns / cells after the start
max in group asynchronous: reset / module8.count[1]$_DFF_PN0_ / 2.26 / 1
min: reset / module8.count[11]$_DFF_PN0_ / 0.47 / 1
min reg2reg: module8.count[15]$_DFF_PN0_ / module8.count[15]$_DFF_PN0_ / 0.48 / 1
max reg2reg: module8.count[0]$_DFF_PN0_ / module8.mainclk$_DFFE_PN0N_ / 1.28 / 6
max: module8.count[0]$_DFF_PN0_ / module8.mainclk$_DFFE_PN0N_ / 1.28 / 6
min in group clk0: module8.count[15]$_DFF_PN0_ / module8.count[15]$_DFF_PN0_ / 0.48 / 1
-- cell usage after synthesis (8+ instances only) --
| library cell | n |
|---|---|
| a21oi_1 | 22 |
| inv_1 | 23 |
| and3_1 | 8 |
| a211oi_1 | 8 |
| nor2_1 | 85 |
| edfxtp_1 | 24 |
| dfxtp_1 | 8 |
| dfrtp_1 | 62 |
| nand2_1 | 33 |
| clkbuf_1 | 9 |
| nand3_1 | 26 |
| xor2_1 | 23 |
| xnor2_1 | 36 |
| nor3_1 | 16 |
| ha_1 | 20 |
| o21ai_0 | 24 |
-- layout make-up --
class | instances | area, um^2 | share of cell area
inverter | 24 | 90.09 | 0.01558
timing repair buffer | 19 | 180.2 | 0.03117
sequential | 102 | 2564 | 0.4435
multi-input combinational | 386 | 2586 | 0.4474
tap | 225 | 281.5 | 0.04870
clock buffer | 4 | 78.83 | 0.01364
-- per-stage QoR --
| step | util | setup WS [ns] | cells |
|---|---|---|---|
| finish | 0.3330 | 1.280 | 760 |
| CTS | 0.3330 | 1.265 | 760 |
| global route | 0.3330 | 1.079 | 760 |
| global placement | 0.3285 | 1.363 | 756 |
| floorplan | - | 1.414 | 528 |
| detailed placement | 0.3285 | 1.273 | 756 |
-- worst reg2reg max path, cell delays in order (launching register included) --
cell and delay [ns]:
dfrtp_1 0.38, ha_1 0.19, and3_1 0.21, nand3_1 0.11
nor3_1 0.34, and3_1 0.44, xor2_1 0.17
-- power by group through the flow --
stage	combinational (mW)	sequential [mW]	clock [mW]
after CTS	0.0185	0.215	0.244
after global routing	0.0207	0.215	0.254
final	0.0169	0.215	0.239
-- routing by layer --
metal | up-vias | wire length, um | GRT usage
li1 | 1830 | - | -
met1 | 1691 | 4207 | 0.1519
met2 | 40 | 3864 | 0.1638
met3 | 0 | 156 | 0.009546
met4 | 0 | 0 | 0.001873
met5 | - | 0 | 0
No activity file was given, so power comes from the tool's default toggle rates.
