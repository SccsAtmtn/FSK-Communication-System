==> /design/flow/run.sh <==
#!/bin/bash
# OpenROAD 26Q1-2900-gdf79404cd8, Yosys 0.63+post, stock flow scripts
make -C /OpenROAD-flow-scripts/flow DESIGN_CONFIG=/design/flow/config.mk WORK_HOME=/design/flow/orfs finish
==> /design/flow/config.mk <==
export PLATFORM = sky130hd
export DESIGN_NAME = rCheckCode
export DESIGN_NICKNAME = rCheckCode
export VERILOG_FILES = /design/flow/design.v
export SDC_FILE = /design/flow/constraint.sdc
export NUM_CORES = 4
export LEC_CHECK = 1
export CORE_AREA = 10 10 70 70
export DIE_AREA = 0 0 80 80
==> /design/flow/constraint.sdc <==
current_design rCheckCode

set clk_period 2.0
set clk_io_pct 0.2

create_clock -name clk0 -period $clk_period

set non_clock_inputs [all_inputs -no_clocks]
set_input_delay [expr $clk_period * $clk_io_pct] -clock clk0 $non_clock_inputs
set_output_delay [expr $clk_period * $clk_io_pct] -clock clk0 [all_outputs]
==> /design/flow/design.v <==
module rCheckCode(datain, dataout);
input [8:0] datain;
output reg [7:0] dataout;
reg checkBit;
always @(*) 
begin
    checkBit = datain[8]^datain[7]^datain[6]^datain[5]^datain[4]^datain[3]^datain[2]^datain[1]^datain[0];
    dataout = (checkBit==1'b0)?datain[8:1]:8'b00000000;
end
endmodule
==> reports/results.ini <==
[grt]
grtUsageTotal_pct = 2.621
grt_pass1_vias = 317
grt_pass1_wl_um = 1435
antenna_found_initial = 0
overflow = 0
grt_max_degree = 8

[detailed_routing]
antennaDiodeCount = 0
num_vias = 317
drt_first_pass_iters = 2
wl_per_cell_um = 8.302
drt_iter0_markers = 6
drt-vias-per-instance = 2.991
totalWireLength_um = 880
ant_nets = 0
drc = 0

[final_layout]
syn_to_final_growth_pct = 111.0
fill_cells = 397
instances_no_fill = 106
mi_logic_area_um2 = 266.5
clock_buffers = 0
drive_above_1_share_pct = 50.00
seq_cell_count = 0
regArea_um2 = 0
post-route-util_pct = 16.23

[place]
place_congestion = 0.7319
io_buffers = 17
dp.cells = 103
pre_cts_slack_ns = -0.7581

[die]
io_pins = 17
fp.dieH_um = 80
die_w_um = 80
fp_util_pct = 7.692
dieArea_mm2 = 0.006400
rows = 21
core_mm2 = 0.003416

[min_path]
holdPathEnd = dataout[1]
min-delay-start = datain[2]
hold_depth = 4
hold_path.class = primary input to output port

[sta]
fin_ws_ns = -0.02408
fin_hold_ws_ns = 1.107
slew_headroom_pct = 89.35
finalCritPeriodShare_pct = 101.2
setup_viol = 2
rsz0062_at_grt = yes
final_max_slew_viol_count = 0
min_period_ns = 2.024
fmax_ghz = 0.4941
worst_pin_slew_ns = 0.1553
final_hold_viol_count = 0

[power_and_ir_drop]
max-vdd-ir-drop_mv = 0.1469
leakagePower_nw = 0.2992
power_density_mw_per_mm2 = 465.3
p_total_w = 0.0002579

[outcome]
violations = setup timing
status = finished with violations

[yosys]
topCellsByArea = mux2i_1, nand2_1, xnor3_1
synthesis.area_um2 = 262.8
common_cells = nand2_1, mux2i_1, xnor2_1
syn_inst = 33
ys_cells = 33
postSynthSeqShare_pct = 0
top_cell = nand2_1
netlist.area_leader.share_pct = 30.48
ys.warnings.count = 1
largest_area_cell = mux2i_1
netlist-cell-type-count = 9
ys_chip_area_um2 = 262.8
avgSynthCellArea_um2 = 7.962

[worst_setup_path]
max_stage_delay_ns = 0.44
worstPathArrival_ns = 1.62
path_class = primary input to output port
cp-end-kind = output port
cp_slowest_cell = xnor3_1
path_max_fanout = 3
crit_path_frequent_cell = buf_6
required_ns = 1.60
start_kind = primary input
cp_cell_sequence = buf_6, xor2_1, xnor3_1, buf_6, buf_6, mux2i_2, buf_2

[run]
warnings = 34
cap_violations = 0

[cts]
postCtsHoldBufs = 0

[placed cells by master, fill, tap and decap left out, types with 2 or more instances in the layout]
master,count
nand2_1,15
buf_6,9
dlygate4sd2_1,3
xnor2_2,2
buf_4,7
buf_2,9
mux2i_1,7
[layout make-up]
type	instances	area share, %
Multi-Input combinational cell	31	48.08
Timing Repair Buffer	29	41.53
Tap cell	46	10.38
[power by group]
part	internal (W)	switching [W]	leakage [nW]
Sequential	0	0	0
Clock	0	0	0
Combinational	0.000166	0.0000920	0.299
[what timing repair did]
item | 4_1_cts | 5_1_grt
buffers inserted | 3 | 1
pin swaps | 4 | 4
setup endpoints to repair | 8 | 7
gates resized | 55 | 11
[cells by family after synthesis]
| kind of cell | Yosys count | share of synthesized area (%) |
|---|---|---|
| buffers and inverters | 2 | 6.188 |
| AND/OR/NAND/NOR | 16 | 23.81 |
| multiplexers | 8 | 30.48 |
| XOR/XNOR | 7 | 39.52 |
[worst max-delay path by stage]
stage / slack (ns) / to / cells after the start / start
CTS: -0.005 / dataout[3] / 7 / datain[1]
global route: -0.10 / dataout[6] / 7 / datain[4]
finish: -0.02 / dataout[3] / 7 / datain[4]
[routing by layer]
layer	share of wire [%]	vias up	GRT usage, %
li1	-	163	-
met1	45	141	3.538
met2	38	13	3.692
met3	16	0	1.591
met4	0	0	0
met5	0	-	0
[critical path: cells and delay by family]
family | cells | cell delay (ns)
buf+inv | 4 | 0.48
mux | 1 | 0.16
xor+xnor | 2 | 0.58
[through the flow]
stage                       TNS, ns  area [µm²]
after floorplan                   0       262.8
after global placement       -6.028       541.8
after detailed placement     -5.783       541.8
after CTS                 -0.004776       536.8
after global routing        -0.4595       554.3
final                      -0.02814       554.3
Power figures rest on the tool's default switching activity, not on a simulated workload.
